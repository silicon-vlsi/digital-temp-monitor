File: ./constraint.sdc
current_design digital_temp_monitor_top

set clk_period 1.9
set clk_io_pct 0.2

create_clock -name clk0 -period $clk_period [get_ports {clk}]

set non_clock_inputs [all_inputs -no_clocks]
set_input_delay [expr $clk_period * $clk_io_pct] -clock clk0 $non_clock_inputs
set_output_delay [expr $clk_period * $clk_io_pct] -clock clk0 [all_outputs]
File: ./config.mk
export PLATFORM = sky130hd
export DESIGN_NAME = digital_temp_monitor_top
export DESIGN_NICKNAME = digital_temp_monitor_top
export VERILOG_FILES = /design/flow/design.v
export SDC_FILE = /design/flow/constraint.sdc
export NUM_CORES = 4
export LEC_CHECK = 1
export CORE_AREA = 10 10 70 70
export DIE_AREA = 0 0 80 80
File: ./run.sh
#!/bin/bash
# OpenROAD 26Q1-2900-gdf79404cd8, Yosys 0.63+post, stock flow scripts
make -C /OpenROAD-flow-scripts/flow DESIGN_CONFIG=/design/flow/config.mk WORK_HOME=/design/flow/orfs finish
File: ./design.v
module digital_temp_monitor_top (
    input  wire [7:0] ui_in,     
    output wire [7:0] uo_out,    
    input  wire [7:0] uio_in,    
    output wire [7:0] uio_out,   
    output wire [7:0] uio_oe,    
    input  wire       ena,       
    input  wire       clk,       
    input  wire       rst_n      
);
  assign uio_oe  = 8'b00111011;
  assign uio_out[7:6] = 2'b00;
  assign uio_out[2] = 1'b0;
reg [4:0] count;
reg [1:0] spi_state;
reg [7:0] shift_reg;
reg [7:0] tempC_bin_latch;
wire CS, SIO; 
reg SCK;
wire [3:0] bcd_msb;
wire [3:0] bcd_lsb;
wire bcd_lsb_carry;
wire [3:0] bcd_data;
assign uio_out[0] = CS;               
assign uio_out[1] = SCK;              
assign SIO = uio_in[2];
  assign sel_ob_LSB  = ui_in[1];        
assign bcd_msb = (tempC_bin_latch + (tempC_bin_latch>>1))>>4;
assign bcd_lsb = tempC_bin_latch - ((bcd_msb<<3) + (bcd_msb<<1)); 
assign bcd_lsb_carry = bcd_lsb > 4'h9;
assign bcd_data = sel_ob_LSB ? bcd_lsb : bcd_msb + bcd_lsb_carry;
always @(posedge SCK or negedge rst_n)
  if (~rst_n)
    shift_reg <= 8'h00;
  else
    begin
      shift_reg <= shift_reg<<1;
      shift_reg[0] <= SIO ;
    end
  always @(negedge clk or negedge rst_n)
  if (~rst_n)
    SCK <= 1'b0;
  else if(CS)
    SCK <= 1'b0;
  else
    SCK <= ~SCK;
assign CS = ~(spi_state == 2'b01);
always @(posedge clk or negedge rst_n)
  if (~rst_n)
      begin	    
        spi_state <= 2'b00;
	tempC_bin_latch <= 8'h00;
      end
  else if ((count >= 5'd4) && (count < 5'd20) )
      begin
        spi_state <= 2'b01;
      end
  else if (count == 5'd22)
      begin	    
        spi_state <= 2'b10;
        tempC_bin_latch <= shift_reg<<1;
      end
  else 
      begin	    
        spi_state <= 2'b00;
      end
 always @(posedge clk or negedge rst_n)
   if (~rst_n)
       count <= 5'd0;
   else if (count == 5'd28)
       count <= 5'd0;
   else
       count <= count + 1'b1;
 endmodule
==> flow_summary.ini <==
; flow metrics
[critical_path]
required_ns = 1.52
r2r_setup_slack_ns = 0.36
path_buffers = 1
worstPathArrival_ns = 1.70
slowest_delay_ns = 0.40
crit_family = flip-flops
cp_slowest_cell = dfrtn_1
r2r_end = SCK$_DFF_NN0_
crit_start = SCK$_DFF_NN0_
r2r_start = spi_state[2]$_DFF_PN0_
worstSetupPathType = register to output pin
crit_path_cell_trace = buf_2
worstSetupEndpoint = uio_out[1]
setup.worst_path.start_class = register
cp-end-kind = output pin
worst-path-max-fanout = 2
cp.depth = 1
worst-r2r-cell-count = 2

[clock_tree]
htree_levels = 1
clk_root_buffer_cell = clkbuf_4
cts.sinks = 7
cts_buffers = 3
path_clk_slew_ns = 0.04
clk_latency_ns = 0.27
cts_tree = done
cts_buffer_depth = 2

[place]
io_buffer_count = 3
dp.cells = 101
dp.final_hpwl_um = 697
gp_congestion = 0.744
preCtsSetupSlack_ns = -0.285
placed_cell_area_um2 = 507

[final_timing]
hold_viol = 0
skew_ns = 0.00938
setup_violations = 1
drv_slew = 0
rsz0062_at_grt = yes
hold-worst-slack_ns = 0.344
layout_setup_ws_ns = -0.182

[pwr]
p_clk_frac = 0.465
totalPowerFinal_w = 0.000295
irDropWorstVdd_mv = 0.237
power_frac_seq = 0.506
power.density_nw_per_um2 = 559
p_sw_frac = 0.212
leakage_nw = 0.287
p_switching_w = 0.0000625
combPwrFrac = 0.029
p_int_w = 0.000233

[floorplan]
ios = 43
die-area_um2 = 6400
die_width_um = 80
initCoreUtil = 0.156
die_h_um = 80
rows = 21
coreArea_um2 = 3420

[status]
status = finished, violations left
violations = setup timing

[final_layout]
final_area_um2 = 528
nFillCells = 407
layout_top_cells = conb_1 (22), dfrtp_1 (6), inv_1 (4)
lay_top_count = conb_1
syn_to_final_growth_pct = -0.939
drive_above_1_share = 0.0847
final_cells = 105

[drt]
avgRoutedWirePerCell_um = 8.14
drt-initial-drc-count = 11
detail-route-antenna-nets = 0
vias = 284
antenna_cells = 0
drc_errors = 0
postRouteWirelength_um = 855
vias_per_cell = 2.70
first_pass_iters = 3

[global_route]
grt_max_degree = 10
grt_first_pass_wirelength_um = 1260
grt_usage = 0.0258
grt_pass1_vias = 286
grt-ovfl-total = 0
antenna_found_initial = 0

[logic_synthesis]
yosysWarnings = 13
ys_cells = 57
synth_area_leader_cell = buf_4
ys_area_um2 = 533
ys_seq_share = 0.329
netlist_area_um2 = 533
avgSynthCellArea_um2 = 9.35
synth_cell_types = 20
synth.area.top_cells = buf_4 (34%), dfrtp_1 (28%), dfrtn_1 (4.7%)
yosysTopAreaCellShare = 0.338
syn_inst = 57
ys.flops = 7

[min_path]
holdCritPathClass = register to register
worstHoldPathCells = 1

[job]
cap_violations = 0
warning_count = 45
-- power by group through the flow --
stage	clock network [W]	registers, W	logic (W)
final	0.000137	0.000149	0.00000868
after global routing	0.000153	0.000149	0.0000113
after CTS	0.000142	0.000149	0.0000105
-- cell type report --
class	instances	area [µm²]	share of cell area
timing repair buffer	4	32.5	0.0616
tap	46	57.6	0.109
inverter	4	15.0	0.0284
multi-input combinational	40	221	0.419
sequential	7	175	0.332
clock buffer	4	26.3	0.0498
-- routing by layer --
layer,global-route usage,vias up,part of all wire
met5,0,-,0
met4,0.00176,0,0
met3,0.0284,0,0.13
met2,0.0345,16,0.45
met1,0.0282,125,0.42
li1,-,143,-
-- kinds of logic after synthesis --
kind of cell / Yosys count / synth area share
and+or+nand+nor: 8 / 0.0916
xor gates and xnor gates: 1 / 0.0164
AOI/OAI and AO/OA: 7 / 0.106
DFF: 7 / 0.329
other: 2 / 0.0141
buffers and inverters: 30 / 0.397
adders and majority gates: 2 / 0.0469
-- per-stage QoR --
stage / setup TNS, ns / util
6_report: -0.182 / 0.155
5_1_grt: -0.233 / 0.155
4_1_cts: -0.196 / 0.155
3_5_place_dp: -0.285 / 0.148
3_3_place_gp: -0.283 / 0.148
2_1_floorplan: 0 / -
-- worst min-delay path by stage --
stage,from,to,slack (ns)
final,SCK$_DFF_NN0_,SCK$_DFF_NN0_,0.34
after global routing,SCK$_DFF_NN0_,SCK$_DFF_NN0_,0.40
after CTS,SCK$_DFF_NN0_,SCK$_DFF_NN0_,0.36
-- what timing repair did --
item | 4_1_cts | 5_1_grt
resized | 3 | 0
hold buffers | 0 | 0
setup endpoints to repair | 1 | 1
pin swaps | 0 | 0
setup buffers | 0 | 0
-- state kept, by name, summed over array words and instances, names as in the netlist --
signal and flops:
count 5, SCK 1, spi_state 1
-- cells in the mapped netlist --
library cell	n
and4b_1	1
inv_1	4
buf_6	1
buf_2	1
nand2b_1	2
a41oi_1	2
nor2b_1	2
dfrtn_1	1
and3_1	1
o211ai_1	1
o21ai_1	1
dfrtp_1	6
nor2_1	2
xnor2_1	1
buf_4	24
a32o_1	1
a211o_1	1
ha_1	2
a22oi_1	1
conb_1	2
Power is estimated from default activity; no workload was simulated.
